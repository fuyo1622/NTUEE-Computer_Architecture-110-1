--- /design/flow/design.v ---
module ALU(
    clk,
    rst_n,
    valid,
    ready,
    mode,
    in_A,
    in_B,
    out
);
    input         clk, rst_n;
    input         valid;
    input  [1:0]  mode;  
    output        ready;
    input  [31:0] in_A, in_B;
    output [63:0] out;
    parameter IDLE = 3'd0;
    parameter MUL  = 3'd1;
    parameter DIV  = 3'd2;
    parameter AND = 3'd3;
    parameter OR = 3'd4;
    parameter OUT  = 3'd5;
    reg  [ 2:0] state, state_nxt;
    reg  [ 4:0] counter, counter_nxt;
    reg  [63:0] shreg, shreg_nxt;
    reg  [31:0] alu_in, alu_in_nxt;
    reg  [32:0] alu_out;
    reg  [63:0] out;
    reg  [0:0] ready;
    always @(*) begin
        if (state == 3'd5) begin
            case(mode)
                3: out = shreg[31:0];
                2: out = shreg[31:0];
                1: out = shreg[63:0];
                0: out = shreg[63:0];
            endcase
            ready = 1;
        end
        else begin
            out = 0;
            ready = 0;
        end
    end     
    always @(*) begin
        case(state)
            IDLE: begin
                if (valid) begin
                    case(mode)
                    0 : begin
                        state_nxt = MUL;
                    end
                    1 : begin
                        state_nxt = DIV;
                    end
                    2 : begin 
                        state_nxt = AND;
                    end
                    3 : begin
                        state_nxt = OR;
                    end
                    endcase
                end
                else begin
                    state_nxt = IDLE;
                end
            end
            MUL : begin 
                if (counter != 5'd31) begin
                    state_nxt = MUL;
                end
                else begin
                    state_nxt = OUT;
                end
            end
            DIV : begin
                if (counter != 5'd31) begin
                    state_nxt = DIV;
                end
                else begin
                    state_nxt = OUT;
                end
            end
            AND : begin
                state_nxt = OUT;
            end
            OR  : begin
                state_nxt = OUT;   
            end
            OUT : begin
                state_nxt = IDLE;
            end
            default : begin
                state_nxt = IDLE;
            end
        endcase
    end
    always @(*) begin
        case(state)
            MUL : begin
                counter_nxt = counter + 1;
            end
            DIV : begin
                counter_nxt = counter + 1;               
            end
            default: begin
                counter_nxt = 0;
            end
        endcase
    end    
    always @(*) begin
        case(state)
            OUT : begin
                alu_in_nxt = 0;
            end
            default: begin           
                if (valid) begin
                    alu_in_nxt = in_B;
                end
                else begin
                    alu_in_nxt = alu_in;
                end
            end
        endcase
    end
    always @(*) begin
        case(state)
            AND: alu_out = shreg[31:0] & alu_in;
            OR : alu_out = shreg[31:0] | alu_in;
            MUL: begin
                if (shreg[0] == 1'b1) alu_out = alu_in;
                else alu_out = 0;
            end
            DIV: begin
                alu_out = shreg[62:31] - alu_in;
            end
            default: alu_out = 0;
        endcase
    end    
    always @(*) begin
        case(state)
            IDLE: begin
                if (valid) begin
                    shreg_nxt = {32'b0,in_A};
                end
                else begin
                    shreg_nxt = 0;
                end
            end
            AND: begin
                shreg_nxt = {shreg[63:32],alu_out[31:0]};
            end
            OR: begin
                shreg_nxt = {shreg[63:32],alu_out[31:0]};
            end
            MUL: begin
                shreg_nxt = {shreg[63:32]+alu_out[31:0],shreg[31:0]} >> 1;
                if (shreg_nxt[62:31] < shreg[63:32]) shreg_nxt[63] = 1;
                else shreg_nxt[63] = 0;
            end
            DIV: begin
                if (alu_out[32] == 1) shreg_nxt = shreg << 1;
                else begin
                    shreg_nxt = {1'b0,alu_out[31:0],shreg[30:0]}<<1;                                      
                    shreg_nxt[0] = 1;
                end
            end
            default: begin
                shreg_nxt = 0;
            end
        endcase
    end    
    always @(posedge clk or negedge rst_n) begin
        if (!rst_n) begin
            state <= IDLE;
        end
        else begin
            state <= state_nxt;
            counter <= counter_nxt;
            shreg <= shreg_nxt;
            alu_in <= alu_in_nxt;
        end
    end
endmodule
--- /design/flow/run.sh ---
#!/bin/bash
# OpenROAD 26Q1-2900-gdf79404cd8, Yosys 0.63+post, stock flow scripts
make -C /OpenROAD-flow-scripts/flow DESIGN_CONFIG=/design/flow/config.mk WORK_HOME=/design/flow/orfs finish
--- /design/flow/constraint.sdc ---
current_design ALU

set clk_period 13.0
set clk_io_pct 0.2

create_clock -name clk0 -period $clk_period [get_ports {clk}]

set non_clock_inputs [all_inputs -no_clocks]
set_input_delay [expr $clk_period * $clk_io_pct] -clock clk0 $non_clock_inputs
set_output_delay [expr $clk_period * $clk_io_pct] -clock clk0 [all_outputs]
--- /design/flow/config.mk ---
export PLATFORM = sky130hd
export DESIGN_NAME = ALU
export DESIGN_NICKNAME = ALU
export VERILOG_FILES = /design/flow/design.v
export SDC_FILE = /design/flow/constraint.sdc
export NUM_CORES = 4
export LEC_CHECK = 1
export CORE_UTILIZATION = 30
==> run summary <==
Flow results are below.

- The number of buffers created by CTS is 9, for reference.
- The layout has 3313 filler cells.
- The die outline height is 185 um, for reference.
- The fraction of synthesized area in multiplexers is 0.0265, for reference.
- The worst hold slack is 0.537 ns, for reference.
- The flow measured a signed area growth from synthesis to layout of 21.1%.
- The critical path is of the reg2reg type.
- The floorplan has 66 rows.
- The clock-pin transition on the worst setup and hold timing paths is 0.08 ns, for reference.
- Max-slew check failures listed in the final report amount to 0.
- The routed layout has 9156 vias.
- The sequential area share after synthesis is 0.318, for reference.
- Counting both buffers and inverters, the worst setup path holds a total of 1.
- The kind of cell adding the most delay to the critical path is AND-OR/OR-AND gates, for reference.
- The run finished with clean final reports.
- The weighted congestion reported at the end of routability-driven placement is 0.913, for reference.
- The amount of wire on met3 after detailed routing is 2720 um, for reference.
- After detailed routing, the met2 layer carries 14900 um of wire.
- The longest incremental delay of any stage on the critical path is reported as 0.55 ns.
- The area share of and/or/nand/nor cells after synthesis is 0.175, for reference.
- The synthesized area per cell is 8.76 um^2, for reference.
- The number of input and output port buffers inserted is 133, for reference.
- The script parses the final routing iteration and logs DRC violations as 0.
- The initial utilization of the core area, before any placement, comes to 0.306.
- The leading cell type by number of instances after synthesis is a21oi_1, for reference.
- The highest clock rate this design can be run at is 146 MHz.
- According to the floorplan report, the total die area is 0.0341 mm^2.
- In this run, post-CTS repair resized a total of 0 instances.
- The post-synthesis instance total is 1143, for reference.
- According to the floorplan report, the placeable core area is 0.0327 mm^2.
- The DRC marker count from the first detailed-route iteration is 741, for reference.
- For this run, the leading register cell type out of synthesis is edfxtp_1.
- In this run, distinct cell masters in the synthesized netlist total 73.
- Along the worst path, the maximum fanout reaches 6.
- The most common cell type on the critical path is ha_1, for reference.
- The setup TNS is 0 ns, for reference.
- Setup repair after global routing left no endpoint under its margin.
- The HPWL after detailed placement is 25100 um, for reference.
- The synthesized design contains 101 enable-type register cells.
- The highest metal layer carrying signal wires in the routed design is met4.
- In this run, the synthesized area fraction spent on adder and majority cells is recorded as 0.124.
- The cell area that synthesis handed to floorplanning was 0.0100 mm^2.
- The maximum level of the CTS H-tree is 3, for reference.
- The number of global-route vias before repair was 8943.
- The post-route antenna net violation count is 0, for reference.
- Entering global routing, the biggest net connects 69 pins.
- The required arrival time at the worst endpoint is 13.21 ns, for reference.
- On the critical path the data arrives at 7.06 ns.
- The insertion delay to the later sink of the worst-skew pair is 0.37 ns, for reference.
- The worst setup path is captured at a register.
- Headroom to the max-slew limit came out at 0.402.
- The proportion of layout cells with a drive suffix above 1 is 0.0423, for reference.
- The number of antenna violations at the first check in global routing is 0, for reference.
- The number of hold buffers added after cts is 0, for reference.
- At the pin with the least slew margin, the transition time is 0.897 ns.
- Yosys printed 3 warnings.
- The time the final worst path needs with I/O delays and setup is 6.84 ns, for reference.
- Global routing finished with a remaining overflow of 0.
- Of the total synthesized cell area, the portion taken by XOR and XNOR cells is 0.0434.
- The cell area reported after detailed placement is 0.0118 mm^2, for reference.
- Yosys shows that the main logic family after synthesis is AND-OR/OR-AND gates.
- The number of setup buffers added after CTS is 0, for reference.
- The global routing usage summed across all routing layers is 0.209, for reference.
- The count of placed standard cells including taps is 1678, for reference.
- The global-route wire length before repair is 52100 um, for reference.
- The maximum clock path buffer count is 2, for reference.
- The path type of the worst min-delay path is reg2reg, for reference.
- The floorplan report gives the top-level pin count as 134.
- The share of synthesized area in the top cell type comes to 0.303.
- The tree is rooted in a clkbuf_16.
- The worst-case clock skew is 0.0146 ns, for reference.
- The synthesis report gives the async set-or-reset register share as 0.0561.
- Across the run, the number of max-cap violations was 0.
- The horizontal die size is 185 um, for reference.
- Of the available clock period, the critical path in the final layout requires 0.526.
- Dividing the detail-routed via count by the number of cells gives 5.40.
- By count the netlist is led by a21oi_1, nand2_1, edfxtp_1.
- The kind of start point of the critical path is a register, for reference.
- The finished cells cover 0.0121 mm^2.
- The count of tool warnings is 26, for reference.
- The average wire length per cell after detail routing is 20.0 um, for reference.
- The slowest cell on the critical path is a21boi_0, for reference.
- The cell count listed in synth_stat.txt is 1143, for reference.
- Per the synthesis report, the AND-OR/OR-AND share of the synthesized area is 0.261.
- The final-report setup violation count is 0, for reference.
- The TritonCTS clock tree is built, for reference.
- The largest total area in the synthesized netlist belongs to edfxtp_1.
- The post-synthesis chip area from yosys is 0.0100 mm^2, for reference.
- The first detailed-routing pass ran for 8 iterations.
- The final design utilization is 0.371, for reference.
- The number of sinks handled by clock tree synthesis is 107, for reference.
- The post-layout instance count excluding filler cells is 1695, for reference.
- The number of hold violations in the final report is 0, for reference.
- The detailed-route wire length is 34000 um, for reference.
- The post-route report lists met1 wire length as 15500 um.
- Yosys attributes the largest share of cell area to edfxtp_1, ha_1, a21oi_1.
- Yosys reported a register bit count of 107.
-- routing by layer --
| metal | vias to the layer above | GRT usage |
|---|---|---|
| met5 | - | 0 |
| met4 | 0 | 0.0466 |
| met3 | 39 | 0.0563 |
| met2 | 359 | 0.319 |
| met1 | 4295 | 0.303 |
| li1 | 4463 | - |
-- layout by cell type, fill, tap and decap left out, types with 6 or more instances in the layout --
cell,n
o21ai_0,53
buf_4,16
o21bai_1,10
a21oi_1,122
nor2b_1,39
xnor2_1,29
nand2b_1,10
o32ai_1,6
nor2_1,38
a22o_1,7
xor2_1,18
o22ai_1,15
mux2i_1,25
a211o_1,6
nor3_1,8
clkbuf_16,11
a211oi_1,6
nand4_1,15
nand2_1,117
and3_1,11
clkdlybuf4s50_1,132
and2_1,71
a21o_1,53
o21a_1,6
a222oi_1,27
ha_1,96
o211ai_1,14
o2bb2ai_1,6
inv_1,82
and4_1,6
a221o_1,6
edfxtp_1,101
nand3_1,14
-- stage by stage --
| step | setup WS (ns) |
|---|---|
| 6_report | 6.16 |
| 5_1_grt | 5.58 |
| 4_1_cts | 6.13 |
| 3_5_place_dp | 6.13 |
| 3_3_place_gp | 6.15 |
| 2_1_floorplan | 7.28 |
-- worst reg2reg max path, delay by kind of cell, from the launching register on --
| family | cells | cell delay (ns) |
|---|---|---|
| compound gates | 13 | 3.78 |
| fa+ha+maj | 4 | 1.30 |
| simple gates | 6 | 0.72 |
| xor+xnor | 1 | 0.42 |
| flops | 1 | 0.39 |
| buf+inv | 1 | 0.09 |
-- cell type report --
| class | instances | area, um^2 | share of cell area |
|---|---|---|---|
| clock buffers | 11 | 275 | 0.0227 |
| well taps | 442 | 553 | 0.0456 |
| flip-flops and latches | 107 | 3190 | 0.263 |
| inverters | 82 | 308 | 0.0254 |
| multi-input cells | 898 | 6320 | 0.521 |
| clock inverters | 5 | 38.8 | 0.00320 |
| diodes | 1 | 2.50 | 0.000206 |
| repair buffers | 149 | 1450 | 0.119 |
-- registers in the layout, summed over array words and instances, names as in the netlist --
register	cells
shreg	64
alu_in	32
state	6
counter	5
-- final timing paths --
path	startpoint	to	slack [ns]	cells past startpoint
worst min-delay path	state[0]$_DFF_PN1_	state[0]$_DFF_PN1_	0.54	1
worst min register to register	state[0]$_DFF_PN1_	state[0]$_DFF_PN1_	0.54	1
min in group asynchronous	rst_n	state[5]$_DFF_PN0_	2.35	2
max in group asynchronous	rst_n	state[4]$_DFF_PN0_	10.17	2
worst max-delay path	shreg[31]$_DFFE_PP_	shreg[63]$_DFFE_PP_	6.16	25
worst max register to register	shreg[31]$_DFFE_PP_	shreg[63]$_DFFE_PP_	6.16	25
-- kinds of logic (layout without fill, tap and decap cells) --
kind of cell,after synthesis,in the layout
adders and majority gates,98,98
buffers and inverters,138,247
xor gates and xnor gates,48,48
muxes,26,26
other,0,1
DFF,107,107
AOI/OAI and AO/OA,384,384
and+or+nand+nor,342,342
